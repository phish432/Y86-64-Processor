**design.v**
```verilog
module decode(clk, icode, rA, rB, valA, valB);
	input clk;
	input [3:0] icode;
	input [3:0] rA;
	input [3:0] rB;
	output reg [63:0] valA;
	output reg [63:0] valB;
	initial begin
		valA = 64'd0;
		valB = 64'd0;
	end
	parameter INOP    = 4'h0;
	parameter IHALT   = 4'h1;
	parameter ICMOVXX = 4'h2;
	parameter IIRMOVQ = 4'h3;
	parameter IRMMOVQ = 4'h4;
	parameter IMRMOVQ = 4'h5;
	parameter IOPQ    = 4'h6;
	parameter IJXX    = 4'h7;
	parameter ICALL   = 4'h8;
	parameter IRET    = 4'h9;
	parameter IPUSHQ  = 4'ha;
	parameter IPOPQ   = 4'hb;
	parameter RRAX = 4'h0;
	parameter RRCX = 4'h1;
	parameter RRDX = 4'h2;
	parameter RRBX = 4'h3;
	parameter RRSP = 4'h4;
	parameter RRBP = 4'h5;
	parameter RRSI = 4'h6;
	parameter RRDI = 4'h7;
	parameter R8   = 4'h8;
	parameter R9   = 4'h9;
	parameter R10  = 4'ha;
	parameter R11  = 4'hb;
	parameter R12  = 4'hc;
	parameter R13  = 4'hd;
	parameter R14  = 4'he;
	reg [63:0] register_file[0:14];
	initial begin
		register_file[RRAX] = 64'd0;
		register_file[RRCX] = 64'd1;
		register_file[RRDX] = 64'd2;
		register_file[RRBX] = 64'd3;
		register_file[RRSP] = 64'd4;
		register_file[RRBP] = 64'd5;
		register_file[RRSI] = 64'd6;
		register_file[RRDI] = 64'd7;
		register_file[R8]   = 64'd8;
		register_file[R9]   = 64'd9;
		register_file[R10]  = 64'd10;
		register_file[R11]  = 64'd11;
		register_file[R12]  = 64'd12;
		register_file[R13]  = 64'd13;
		register_file[R14]  = 64'd14;
	end
	always @(posedge clk) begin
		if (icode == ICMOVXX) begin
			valA = register_file[rA];
		end
		else if(icode == IIRMOVQ) begin
			valB = register_file[rB];
		end
		else if(icode == IRMMOVQ) begin
			valA = register_file[rA];
			valB = register_file[rB];
		end
		else if(icode == IMRMOVQ) begin
			valB = register_file[rB];
		end
		else if(icode == IOPQ) begin
			valA = register_file[rA];
			valB = register_file[rB];
		end
		else if(icode == ICALL) begin
			valB = register_file[4];
		end
		else if(icode == IRET) begin
			valA = register_file[4];
			valB = register_file[4];
		end
		else if(icode == IPUSHQ) begin
			valA = register_file[rA];
			valB = register_file[4];
		end
		else if(icode == IPOPQ) begin
			valA = register_file[4];
			valB = register_file[4];
		end
	end
endmodule
```
**run.sh**
```bash
#!/bin/bash
# OpenROAD 26Q1-2900-gdf79404cd8, Yosys 0.63+post, stock flow scripts
make -C /OpenROAD-flow-scripts/flow DESIGN_CONFIG=/design/flow/config.mk WORK_HOME=/design/flow/orfs finish
```
**config.mk**
```make
export PLATFORM = sky130hd
export DESIGN_NAME = decode
export DESIGN_NICKNAME = decode
export VERILOG_FILES = /design/flow/design.v
export SDC_FILE = /design/flow/constraint.sdc
export NUM_CORES = 4
export LEC_CHECK = 1
export CORE_AREA = 10 10 70 70
export DIE_AREA = 0 0 80 80
```
**constraint.sdc**
```tcl
current_design decode

set clk_period 1.4
set clk_io_pct 0.2

create_clock -name clk0 -period $clk_period [get_ports {clk}]

set non_clock_inputs [all_inputs -no_clocks]
set_input_delay [expr $clk_period * $clk_io_pct] -clock clk0 $non_clock_inputs
set_output_delay [expr $clk_period * $clk_io_pct] -clock clk0 [all_outputs]
```
==> flow_summary_export.csv <==
group,metric,value,unit
timing,min_period,1.31,ns
status,status,"finished clean",
critical_path,end_kind,"output port",
routing,routed_wirelength,2.63,mm
synth,ys_area,1370,sq um
routing,detail-route-antenna-nets,0,
global_routing,busiest_layer,"met2",
timing,layout_setup_ws,0.0938,ns
job,warnings,25,
placement,dpl_worst_slack,-0.319,ns
timing,hold_slack,0.560,ns
floorplanning,dieWidth,80,microns
placement,post-place-cells,226,
critical_path,crit_start,"valA[3]",
cts,h-tree-depth,1,
hold_path,worstHoldStart,"icode[3]",
critical_path,required,1.12,ns
synth,top_area_cell,"buf_4",
timing,rsz0062_at_grt,"false",
cts,clockRootBuffer,"clkbuf_4",
global_routing,grt_pass1_wl,3.55,mm
critical_path,criticalPathCategory,"register to output port",
critical_path,path_cells,"clkdlybuf4s50_1",
synth,synth_seq_share,17.5,%
layout,layout-drive-gt1-share,7.61,%
critical_path,cp_max_fo,1,
critical_path,path_delay_family,"buffers and inverters",
synth,top_cell_area_share,65.7,%
floorplanning,core_area,3420,sq um
global_routing,use_met1,7.49,%
placement,numPortBuffers,20,
floorplanning,die_h,80,microns
synth,syn_avg_cell_area,8.73,sq um
timing,final.period_utilization,93.3,%
job,maxCapViolations,0,
placement,place_hpwl,2.47,mm
hold_path,hold_path.class,"input port to register",
routing,drc,0,
layout,area_growth,-9.58,%
routing,routed_via_density,3.00,
power,p_per_area,513,nW/um^2
critical_path,cpPeakStageDelay,0.45,ns
floorplanning,initCoreUtil,40.1,%
synth,synth_cells,157,
synth,synth_area,1370,sq um
critical_path,slowest_stage,"clkdlybuf4s50_1",
global_routing,antenna_found_initial,0,
power,ir_drop,0.000154,V
cts,cts_buffer_depth,2,
floorplanning,die_area,6400,sq um
placement,gp_congestion,0.773,
timing,slew_viol_final,0,
cts,cts.sinks,8,
routing,drt_iter0_drc,19,
critical_path,startpoint_type,"register",
timing,tns,0,ns
routing,diodes,0,
synth,ys_types,20,
routing,drt-pass1-iter-count,2,
global_routing,grtUsageMet3,2.16,%
synth,yosys_warnings,1,
global_routing,grt_max_degree,7,
global_routing,grtUsageTotal,6.56,%
global_routing,grt_overflow,0,
critical_path,cp_num_buf_inv,1,
floorplanning,ios,141,
synth,ys_cells,157,
cts,cts_tree,"yes",
power,p_leak,0.703,nW
timing,setup_viol,0,
timing,hold_viol_final,0,
cts,cts_buffers,3,
timing,fmax,0.766,GHz
routing,drt-wirelength-per-cell,11.4,microns
layout,finalNonFillerCells,230,
floorplanning,rows,21,
cts,cts_hold_buf,0,
critical_path,worst_ep_arrival_time,1.03,ns
synth,area_leaders,"buf_4 66%, edfxtp_1 18%, a211oi_1 2.2%, a2111oi_4 2.0%, inv_1 1.6%",
routing,num_vias,690,
cts,clk_pin_slew_worst_paths,0.05,ns
global_routing,grt_pass1_vias,793,
synth,ys.flops,8,
layout,n_fill_cell,354,
global_routing,use_met2,11.9,%
==> worst min-delay path, stage by stage <==
cell and delay, ns:
dlymetal6s2s_1 0.15, buf_4 0.16, a211o_1 0.10
==> kinds of logic (layout without fill, tap and decap cells) <==
family / Yosys count / in the layout / synth area share (%)
buffers and inverters: 128 / 36 / 68.5
other: 1 / 120 / 0.273
multiplexers: 1 / 1 / 0.730
AND-OR/OR-AND: 11 / 11 / 8.49
flip-flops: 8 / 8 / 17.5
AND/OR/NAND/NOR: 8 / 8 / 4.47
==> metal layers <==
layer	wire length [microns]	share of wire [%]
met5	0	0
met1	969	37
met2	1320	50
met4	0	0
met3	336	13
==> power by group <==
group / internal [mW] / leakage [nW] / switching, mW / total [mW]
Clock: 0.0974 / 0.0138 / 0.0680 / 0.165
Combinational: 0.102 / 0.613 / 0.0699 / 0.172
Sequential: 0.294 / 0.0758 / 0.00568 / 0.299
==> cells in the final DEF, fill, tap and decap left out, drive strengths merged <==
cell type / instances
o31a: 1
a21bo: 1
conb: 120
inv: 6
nand3b: 1
dlymetal6s2s: 3
nand4bb: 1
mux2i: 1
clkbuf: 3
or2b: 1
a211o: 2
and3: 2
a2111oi: 2
a211oi: 4
dlygate4sd2: 1
o211ai: 1
and2: 1
edfxtp: 8
nand2b: 2
buf: 7
clkdlybuf4s50: 16
==> cell type report <==
| type | count | area [sq um] | area share, % |
|---|---|---|---|
| inverter | 6 | 22.5 | 1.82 |
| sequential | 8 | 240 | 19.4 |
| multi-input combinational | 140 | 638 | 51.5 |
| tap | 46 | 57.6 | 4.64 |
| timing repair buffer | 27 | 259 | 20.9 |
| clock buffer | 3 | 22.5 | 1.82 |
==> Yosys cell counts (all sizes together) <==
cell type / count
a2111oi: 2
o31a: 1
buf: 122
and3: 2
a21bo: 1
o211ai: 1
mux2i: 1
nand2b: 2
a211oi: 4
inv: 6
or2b: 1
nand4bb: 1
a211o: 2
and2: 1
nand3b: 1
edfxtp: 8
conb: 1
==> final timing paths <==
kind | slack (ns) | endpoint | depth (start not counted)
worst min-delay path | 0.56 | valB[2] | 3
worst max-delay path | 0.09 | valA[3] | 1
==> through the flow <==
step / cell area, sq um / total power, mW / util [%]
2_1_floorplan: 1820 / 0.588 / -
3_3_place_gp: 1200 / 0.488 / 35.2
3_5_place_dp: 1200 / 0.487 / 35.2
4_1_cts: 1220 / 0.654 / 35.9
5_1_grt: 1240 / 0.690 / 36.3
6_report: 1240 / 0.636 / 36.3
==> flip-flops by register name, indices dropped and copies added (netlist names) <==
name and flops:
valA 4, valB 4
==> repair_timing <==
action / 4_1_cts / 5_1_grt
setup endpoints to repair: 5 / 12
setup buffers: 0 / 1
hold endpoints to repair: 0 / 0
gates resized: 1 / 3
pin swaps: 0 / 1
Power figures rest on the tool's default switching activity, not on a simulated workload.
