==> flow/design.v <==
module fulladder (in1, in2, cin, sum, cout);
	input  in1;
	input  in2;
	input  cin;
	output sum;
	output cout;
	wire w1, w2, w3;
	xor x1 (w1, in1, in2);	
	and x2 (w2, in1, in2);	
	xor x3 (sum, cin, w1);
	and x4 (w3, cin, w1);	
	or  x5 (cout, w2, w3);
endmodule
module addsub64bit (in1, in2, op, out);
	input  signed [63:0] in1;
	input  signed [63:0] in2;
	input  op;
	output signed [63:0] out;
	wire [63:0] nin2;
	wire [64:0] carry;
	assign carry[0] = op;
	genvar i;
	generate
		for (i = 0; i < 64; i = i + 1) begin
			xor x1 (nin2[i], in2[i], op);
		end
	endgenerate
	genvar j;
	generate
		for (j = 0; j < 64; j = j + 1) begin
			fulladder x2 (in1[j], nin2[j], carry[j], out[j], carry[j + 1]);
		end
	endgenerate
endmodule
module and64bit (in1, in2, out);
	input  signed [63:0] in1;
	input  signed [63:0] in2;
	output signed [63:0] out;
	genvar i;
	generate
		for (i = 0; i < 64; i = i + 1) begin
			and x1 (out[i], in1[i], in2[i]);
		end
	endgenerate
endmodule
module xor64bit (in1, in2, out);
	input  signed [63:0] in1;
	input  signed [63:0] in2;
	output signed [63:0] out;
	genvar i;
	generate
		for (i = 0; i < 64; i = i + 1) begin
			xor x1 (out[i], in1[i], in2[i]);
		end
	endgenerate
endmodule
module alu(ALUA, ALUB, ALUfun, valE, CC);
	input  [63:0] ALUA;
	input  [63:0] ALUB;
	input  [ 1:0] ALUfun;
	output [63:0] valE;
	output [ 2:0] CC;
	wire [63:0] valE_addq, valE_subq, valE_andq, valE_xorq;
	addsub64bit addq (ALUB, ALUA, 1'b0, valE_addq);
	addsub64bit subq (ALUB, ALUA, 1'b1, valE_subq);
	and64bit    andq (ALUB, ALUA, valE_andq);
	xor64bit    xorq (ALUB, ALUA, valE_xorq);
	assign valE =
	ALUfun == 2'b00 ? valE_addq :
	ALUfun == 2'b01 ? valE_subq :
	ALUfun == 2'b10 ? valE_andq :
	valE_xorq;
	assign CC[2] = (valE == 1'b0);  
	assign CC[1] = (valE[63] == 1);  
	assign CC[0] =
	ALUfun == 2'b00 ? (ALUA[63] == ALUB[63]) & (ALUA[63] != valE[63]) :
	ALUfun == 2'b01 ? (~ALUA[63] == ALUB[63]) & (ALUA[63] != valE[63]) :
	0;  
endmodule
==> flow/run.sh <==
#!/bin/bash
# OpenROAD 26Q1-2900-gdf79404cd8, Yosys 0.63+post, stock flow scripts
make -C /OpenROAD-flow-scripts/flow DESIGN_CONFIG=/design/flow/config.mk WORK_HOME=/design/flow/orfs finish
==> flow/config.mk <==
export PLATFORM = sky130hd
export DESIGN_NAME = alu
export DESIGN_NICKNAME = alu
export VERILOG_FILES = /design/flow/design.v
export SDC_FILE = /design/flow/constraint.sdc
export NUM_CORES = 4
export LEC_CHECK = 1
export CORE_UTILIZATION = 30
==> flow/constraint.sdc <==
current_design alu

set clk_period 63.0
set clk_io_pct 0.2

create_clock -name clk0 -period $clk_period

set non_clock_inputs [all_inputs -no_clocks]
set_input_delay [expr $clk_period * $clk_io_pct] -clock clk0 $non_clock_inputs
set_output_delay [expr $clk_period * $clk_io_pct] -clock clk0 [all_outputs]
==> notes.md <==
The synthesis and place-and-route flow finished, so here is a summary.

The number of maximum-capacitance violations recorded for the run is 0. The worst path uses 83.30% of the clock period. Per the synthesis report, the simple-gate share of the synthesized area is 2.517%. Recorded from the global router log, the overflow total was 0. The share of final-layout standard cells stronger than drive strength 1 is 7.663%. The XOR/XNOR share of the synthesized area is 0.3886%. The actual slew at the worst max-slew pin is 0.7521 ns. The flop count came out at 0. The cell area after layout came out at 8977 µm². The wire length of the first global-routing pass is 25.15 mm.

The floorplan-stage core utilization is 30.79%. The required time of the critical path is 50.40 ns. The classification of the worst setup path is primary input to primary output. The via count of the first global-routing pass came out at 4,848. Pin placement for this block handled 197 I/O pins. The DRC violation total after the first TritonRoute iteration is 160. Yosys stat counts 614 cells in the synthesized netlist. Per the detail_route report, routed wire per instance is 13.92 µm. The number of buffers added to fix hold violations after cts came out at 0.

The overall routing resource usage is 14.26%. The synthesis-to-layout area growth is 32.77%. The initial antenna violation count came to 1. Headroom to the max-slew limit came out at 49.22%. The weighted congestion reported at the end of routability-driven placement came out at 0.8218. The via count normalized by instance count is 4.291.

The number of I/O port buffers came out at 197. The total number of warnings across the stage logs is 157. In the routed design, unresolved DRC markers number 28. Leaving out fill and tap cells, the most frequent cells in the layout are inv_1, clkdlybuf4s50_1, ha_1, fa_1, mux4_2. The sequential cells in the finished layout cover a total of 0 µm². The number of placement rows is 54. The area of the placeable core is 21,960 µm².

The cell area after synthesis came out at 6761 µm². STA classifies the critical path startpoint as a primary input. The path category of the worst min-delay check is primary input to primary output. The area figure in the yosys stat output came out at 6761 µm². For this run, the final setup violation count is recorded as 0. Per the detailed placement report, the placed cell area equals 8975 µm². The highest fanout seen on the critical path is 2. The sequential fraction of the synthesis area is 0%. The final hold violation count came out at 0. The fraction of the mapped netlist area in adder cells is 60.21%.

The share of the synthesized area in the top cell type is 36.71%. The final routed wirelength across all metal layers is 14.99 mm. The number of clock buffer instances in the layout came out at 0. The arrival time of the worst setup path is 39.88 ns.

The compound-gate portion of the synthesized area is 0.2776%. The full die area came out at 23,140 µm². The flow reports an fmax of 19.06 MHz. Counting every instance in the synthesized netlist gives 614. Among the stages of the critical path, the cell type that occurs most often is fa_1. The leakage power total is 4.471 nW. On the critical path, the stage with the largest delay is an instance of mux4_2. The floorplan step set the die height to 152.1 µm. Yosys printed 0 warnings. The number of post-CTS setup repair buffers came out at 0.

By area, the combinational part of the netlist is dominated by adder cells. Setup repair after global routing left no endpoint under its margin. The width of the die came out at 152.1 µm. The cell type that accounts for the most area after synthesis is fa_1. The most critical hold endpoint after final layout shows a slack of 26.20 ns. The first detailed-routing pass ran for 45 iterations. After synthesis, the cell types taking the most area are fa_1, ha_1, mux4_2, inv_1, mux4_1. Entering global routing, the biggest net connects 38 pins. The number of different library cells used by synthesis comes to 23.

The final-layout setup total negative slack is 0 ns. The post-layout total power is 75.60 µW. The final reports fail on design-rule violations.

After synthesis, the mean cell area works out to 11.01 µm². The flow ran to the end, but the final reports show violations. The post-layout minimum cycle time came out at 52.48 ns.

The area fraction in mux cells came out at 21.08%. The post-DP HPWL is 13.61 mm. Looking at the VDD voltage map, the peak drop is 0.004794 mV. Per the final report, max-transition violations number 0. The element type at the critical path end is a primary output. Counting only logic cells after layout, the most numerous master is inv_1.

The via count is 4,621. The number of resized instances in the post-cts repair step came out at 0. The flow reported a cell area power density of 8.421 nW/µm². Per the post-route antenna check, the number of violating nets is 0. The longest individual stage delay on the worst path is 0.48 ns.
==> metal layers <==
| layer | global-route usage, % | vias up | part of all wire, % |
|---|---|---|---|
| met3 | 3.487 | 2 | 8.2 |
| met1 | 21.34 | 2283 | 43 |
| met5 | 0 | - | 0 |
| met2 | 23.13 | 141 | 48 |
| met4 | 0.4373 | 0 | 0.45 |
| li1 | - | 2195 | - |
==> cells in the mapped netlist, drive strengths merged <==
master  number
inv        248
nand2b       1
xor2         3
nor3b        1
mux2i        1
o311ai       1
a21oi        1
clkbuf       1
ha         127
o21ai        1
nor4        16
nand4        3
and4         1
nand2        3
buf         16
fa         124
nor2         2
nor3         2
mux4        62
==> where the power goes <==
group,internal [mW],total [mW],switching [mW]
Sequential,0,0,0
Clock,0.00000000212,0.00000000213,0
Combinational,0.0448,0.0756,0.0308
==> path summary, 6_finish.rpt <==
path      start     to  cells past startpoint
max     ALUA[0]  CC[2]                     70
min   ALUfun[1]  CC[0]                      3
==> critical path, delay by kind of cell <==
kind,cells,cell delay (ns)
fa+ha+maj,63,24.92
buf+inv,2,0.88
mux,1,0.48
simple gates,4,0.98
==> logic make-up (layout without fill, tap and decap cells) <==
family | count (synthesis) | after routing
AND-OR/OR-AND | 3 | 3
XOR/XNOR | 3 | 3
adder cells (fa/ha/maj) | 251 | 251
buffers and inverters | 265 | 447
multiplexers | 63 | 63
other | 0 | 1
AND/OR/NAND/NOR | 29 | 29
==> per-stage QoR <==
stage	utilization, %	setup slack [ns]	instances
finish	40.88	10.52	1077
CTS	40.87	10.23	1076
global route	40.88	9.319	1077
detailed placement	40.87	10.26	1076
floorplan	-	12.62	614
global placement	40.87	10.48	1076
==> final cells by class <==
class / count / area (µm²)
Fill cell: 2088 / 12980
Multi-Input combinational cell: 349 / 5712
Timing Repair Buffer: 199 / 1982
Inverter: 248 / 930.9
Tap cell: 280 / 350.3
Antenna cell: 1 / 2.502
Power figures rest on the tool's default switching activity, not on a simulated workload.
