[flow/run.sh]
#!/bin/bash
# OpenROAD 26Q1-2900-gdf79404cd8, Yosys 0.63+post, stock flow scripts
make -C /OpenROAD-flow-scripts/flow DESIGN_CONFIG=/design/flow/config.mk WORK_HOME=/design/flow/orfs finish
[flow/design.v]
module fetch (clk, PC, icode, ifun, rA, rB, valC, valP, hlt, imem_error, instr_valid);
	input clk;
	input [63:0] PC;
	output reg [ 3:0] icode;
	output reg [ 3:0] ifun;
	output reg [ 3:0] rA;
	output reg [ 3:0] rB;
	output reg [63:0] valC;
	output reg [63:0] valP;
	output reg hlt;
	output reg imem_error;
	output reg instr_valid;
	initial begin
		rA = 4'hf;
		rB = 4'hf;
		valC = 64'd0;
		valP = 64'd0;
		hlt = 0;
		imem_error = 0;
		instr_valid = 1;
	end
	parameter INOP    = 4'h0;
	parameter IHALT   = 4'h1;
	parameter ICMOVXX = 4'h2;
	parameter IIRMOVQ = 4'h3;
	parameter IRMMOVQ = 4'h4;
	parameter IMRMOVQ = 4'h5;
	parameter IOPQ    = 4'h6;
	parameter IJXX    = 4'h7;
	parameter ICALL   = 4'h8;
	parameter IRET    = 4'h9;
	parameter IPUSHQ  = 4'ha;
	parameter IPOPQ   = 4'hb;
	reg [7:0] i_mem [1023:0];
	initial begin
		i_mem[0] = 8'h30;
		i_mem[1] = 8'hf0;
		i_mem[2] = 8'h0c;
		i_mem[3] = 8'h00;
		i_mem[4] = 8'h00;
		i_mem[5] = 8'h00;
		i_mem[6] = 8'h00;
		i_mem[7] = 8'h00;
		i_mem[8] = 8'h00;
		i_mem[9] = 8'h00;
	end
	reg [7:0] opcode;
	reg [7:0] regids;
	always @(posedge clk) begin
		if (PC > 1023) begin
			imem_error = 1;
		end
		opcode = i_mem[PC];
		icode = opcode[7:4];
		ifun = opcode[3:0];
		if (icode == IHALT) begin
			hlt = 1;
			valP = PC + 1;
		end
		else if (icode == INOP) begin
			valP = PC + 1;
		end
		else if (icode == ICMOVXX) begin
			regids = i_mem[PC + 1];
			rA = regids[7:4];
			rB = regids[3:0];
			valP = PC + 2;
		end
		else if (icode == IIRMOVQ) begin
			regids = i_mem[PC + 1];
			rA = regids[7:4];
			rB = regids[3:0];
			valC = {
			    i_mem[PC + 9],
			    i_mem[PC + 8],
			    i_mem[PC + 7],
			    i_mem[PC + 6],
			    i_mem[PC + 5],
			    i_mem[PC + 4],
			    i_mem[PC + 3],
			    i_mem[PC + 2]
			};
			valP = PC + 10;
		end
		else if (icode == IRMMOVQ) begin
			regids = i_mem[PC + 1];
			rA = regids[7:4];
			rB = regids[3:0];
			valC = {
			    i_mem[PC + 9],
			    i_mem[PC + 8],
			    i_mem[PC + 7],
			    i_mem[PC + 6],
			    i_mem[PC + 5],
			    i_mem[PC + 4],
			    i_mem[PC + 3],
			    i_mem[PC + 2]
			};
			valP = PC + 10;
		end
		else if (icode == IMRMOVQ) begin
			regids = i_mem[PC + 1];
			rA = regids[7:4];
			rB = regids[3:0];
			valC = {
			    i_mem[PC + 9],
			    i_mem[PC + 8],
			    i_mem[PC + 7],
			    i_mem[PC + 6],
			    i_mem[PC + 5],
			    i_mem[PC + 4],
			    i_mem[PC + 3],
			    i_mem[PC + 2]
			};
			valP = PC + 10;
		end
		else if (icode == IOPQ) begin
			regids = i_mem[PC + 1];
			rA = regids[7:4];
			rB = regids[3:0];
			valP = PC + 2;
		end
		else if (icode == IJXX) begin
			valC = {
			    i_mem[PC + 8],
			    i_mem[PC + 7],
			    i_mem[PC + 6],
			    i_mem[PC + 5],
			    i_mem[PC + 4],
			    i_mem[PC + 3],
			    i_mem[PC + 2],
			    i_mem[PC + 1]
			};
			valP = PC + 9;
		end
		else if (icode == ICALL) begin
			valC = {
			    i_mem[PC + 8],
			    i_mem[PC + 7],
			    i_mem[PC + 6],
			    i_mem[PC + 5],
			    i_mem[PC + 4],
			    i_mem[PC + 3],
			    i_mem[PC + 2],
			    i_mem[PC + 1]
			};
			valP = PC + 9;		
		end
		else if (icode == IRET) begin
			valP = PC + 1;
		end
		else if (icode == IPUSHQ) begin
			regids = i_mem[PC + 1];
			rA = regids[7:4];
			rB = regids[3:0];
			valP = PC + 2;
		end
		else if (icode == IPOPQ) begin
			regids = i_mem[PC + 1];
			rA = regids[7:4];
			rB = regids[3:0];
			valP = PC + 2;
		end
		else begin
			instr_valid = 0;
		end
	end
endmodule
[flow/config.mk]
export PLATFORM = sky130hd
export DESIGN_NAME = fetch
export DESIGN_NICKNAME = fetch
export VERILOG_FILES = /design/flow/design.v
export SDC_FILE = /design/flow/constraint.sdc
export NUM_CORES = 4
export LEC_CHECK = 1
export CORE_UTILIZATION = 30
export SYNTH_MEMORY_MAX_BITS = 65536
[flow/constraint.sdc]
current_design fetch

set clk_period 16.8
set clk_io_pct 0.2

create_clock -name clk0 -period $clk_period [get_ports {clk}]

set non_clock_inputs [all_inputs -no_clocks]
set_input_delay [expr $clk_period * $clk_io_pct] -clock clk0 $non_clock_inputs
set_output_delay [expr $clk_period * $clk_io_pct] -clock clk0 [all_outputs]
==> flow.log <==
[flow] final metrics
INFO  metric synthesized_area_per_cell = 10.7 um^2
INFO  metric route.layer.met1.wl = 7550 um
INFO  metric vdd_drop_max = 46.4 uV
INFO  metric top_cell_area_share = 48.9%
INFO  metric met2_wl_post_dr = 8040 um
INFO  metric max_cap_viol_count = 0
INFO  metric maxClockFrequency = 149 MHz
INFO  metric timing_worst_slew_pin_value = 0.815 ns
INFO  metric p_seq_share = 48.3%
INFO  metric cts_buffers = 9
INFO  metric io-pin-count = 212
INFO  metric hold_crit_class = in2reg
INFO  metric grt_max_degree = 41
INFO  metric gr-usage-all-layers = 18.5%
INFO  metric cts.path.max_buffers = 2
INFO  metric tool_warnings = 37
INFO  metric synthDominantAreaCellType = edfxtp_1
INFO  metric synthCells = 540
INFO  metric via_count = 4655
INFO  metric status = completed
INFO  metric met3_wirelength = 1340 um
INFO  metric detail_route.iter0.violations = 394
INFO  metric yosys.cell_types.count = 50
INFO  metric topCellsByArea = edfxtp_1, xor2_1, buf_4
INFO  metric clk_pin_slew_worst_paths = 0.07 ns
INFO  metric combinationalPowerShare = 16.2%
INFO  metric clock_power_share = 35.5%
INFO  metric synth.yosys.num_cells = 540
INFO  metric power_leakage = 2.88 nW
INFO  metric hpwlAfterDp = 13600 um
INFO  metric number_of_buffers_inserted_by_port_buffering = 192
INFO  metric yosys_warnings = 1
INFO  metric holdCritStartpoint = PC[43]
INFO  metric grt_pass1_vias = 4481
INFO  metric drt-wirelength-per-cell = 18.5 um
INFO  metric highest-signal-layer = met4
INFO  metric ctsRootBufferMaster = clkbuf_16
INFO  metric postCtsHoldBufs = 0
INFO  metric cts_repair_resize_count = 0
INFO  metric critical_path_class = in2reg
INFO  metric die_height = 141 um
INFO  metric power.density_cell_area = 75.6 nW/um^2
INFO  metric cp-end-kind = flop
INFO  metric detail-route-antenna-nets = 0
INFO  metric drv_slew = 0
INFO  metric worst_ep_arrival_time = 6.81 ns
INFO  metric postSynthRegisterBits = 97
INFO  metric enable_flop_cells = 94
INFO  metric firstDrtPassIters = 5
INFO  metric post-route-period-util = 40.0%
INFO  metric ys_chip_area = 5770 um^2
INFO  metric tns = 0 ns
INFO  metric viasPerCell = 4.96
INFO  metric required = 16.88 ns
INFO  metric clock_tree.htree_level_count = 3
INFO  metric timing_hold_violations_final = 0
INFO  metric final-setup-viol-count = 0
INFO  metric tritoncts = yes
INFO  metric globalRouteOverflowTotal = 0
INFO  metric final-instance-count-excl-fill = 939
INFO  metric fillerInstances = 1739
INFO  metric drc = 0
INFO  metric syn2layout_area_growth = 37.5%
INFO  metric rsz0062_at_grt = no
INFO  metric min_period = 6.73 ns
INFO  metric timing.final.ws_setup = 10.07 ns
INFO  metric initial_core_util = 30.8%
INFO  metric cp-startpoint = PC[1]
INFO  metric critPathMaxFanout = 33
INFO  metric cell_total_after_placement = 922
INFO  metric rows = 50
INFO  metric die_w = 141 um
INFO  metric slew-limit-headroom = 45.1%
INFO  metric place_worst_setup_slack = 9.72 ns
INFO  metric globalplace.congestion = 0.903
INFO  metric timing.critical_path.from_type = input pin
INFO  metric switching_fraction_of_total_power = 23.4%
INFO  metric floorplan.die_area = 19800 um^2
INFO  metric routed_wirelength = 17400 um
INFO  metric design.core.area = 18800 um^2
INFO  metric clock_sink_count = 97
INFO  metric post_cts.repair.setup_buffers = 0
INFO  metric synthArstFlopShare = 0%
INFO  metric number_of_antenna_violations_at_the_first_check_in_global_routing = 1
INFO  metric ratio_of_cells_with_drive_above_1_in_the_final_layout = 6.25%
INFO  metric p_int = 0.000460 W
INFO  metric p_switching = 0.000140 W
INFO  metric ys_seq_share = 49.9%
INFO  metric syn-cell-area = 5770 um^2
INFO  metric synth_top_flop_cell = edfxtp_1
INFO  metric grt_first_pass_wirelength = 26500 um
[critical path, cell delays in order]
cell and delay [ns]:
clkdlybuf4s50_1 0.73, inv_1 0.22, ha_1 0.37, or3b_4 0.65
inv_2 0.08, a32oi_2 0.29, nand4_2 0.54, nor4_1 0.44
xor2_1 0.11
[through the flow]
step | instance area [um^2] | hold slack, ns | total power, W | utilization (%)
after floorplan | 5850 | 3.56 | 0.000325 | -
after global placement | 7630 | 4.05 | 0.000393 | 40.7
after detailed placement | 7630 | 4.05 | 0.000393 | 40.7
after CTS | 7940 | 3.73 | 0.000606 | 42.3
after global routing | 7940 | 3.74 | 0.000625 | 42.3
final | 7940 | 3.74 | 0.000600 | 42.3
[cell usage after synthesis, drive strengths merged (2+ instances only)]
cell type  number
xnor2          27
and2            4
edfxtp         94
nor2b           2
xor2           43
or2             3
nor3           21
buf            55
and3           16
nand3          37
conb            2
ha             15
o22ai           3
nor2           34
and4            5
nor4           25
dfxtp           3
nand2          58
inv            16
nand4          28
nand2b          4
a41o            2
clkbuf         11
a21oi           3
o21ai          15
[cells by family after synthesis]
family / after synthesis / share of synthesized area (%)
XOR/XNOR: 70 / 10.6
multiplexers: 1 / 0.195
buffers and inverters: 82 / 8.78
other: 2 / 0.130
flip-flops: 97 / 49.9
adder cells (fa/ha/maj): 15 / 3.25
AND-OR/OR-AND: 31 / 3.55
AND/OR/NAND/NOR: 242 / 23.6
[power by group through the flow]
stage | Combinational [W] | Sequential (W) | Clock, W
CTS | 0.0000976 | 0.000290 | 0.000218
global route | 0.000106 | 0.000292 | 0.000228
finish | 0.0000973 | 0.000290 | 0.000213
[placed cells by master, fill, tap and decap left out, drive strengths merged, types with 11 or more instances in the layout]
master,instances
xnor2,27
edfxtp,94
nand4,28
and3,16
xor2,43
nor3,21
o21ai,15
clkbuf,11
ha,15
inv,17
nand3,37
conb,22
nor2,34
nand2,58
clkdlybuf4s50,192
nor4,25
[per-layer routing]
layer / GRT usage, % / up-vias
li1: - / 2202
met4: 3.83 / 0
met1: 28.0 / 2199
met5: 0 / -
met2: 28.2 / 231
met3: 4.22 / 23
[sequential cells by signal (all words and copies together), names as in the netlist]
register and cells:
rA 2, ifun 1, valP 64, icode 2, instr_valid 1, valC 24
rB 2, imem_error 1
[worst paths after layout]
path       end  slack [ns]  cells after the start
max   valP[58]       10.07                      9
min   valP[43]        3.74                      2
[layout make-up]
cell class / instances / area, um^2 / area share, %
flip-flops and latches: 97 / 2880 / 36.3
multi-input cells: 381 / 2460 / 31.0
repair buffers: 194 / 1940 / 24.4
well taps: 234 / 293 / 3.69
clock buffers: 11 / 243 / 3.06
clock inverters: 5 / 63.8 / 0.804
inverters: 16 / 60.1 / 0.756
diodes: 1 / 2.50 / 0.0315
Power figures rest on the tool's default switching activity, not on a simulated workload.
